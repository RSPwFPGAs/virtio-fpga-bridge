===== ./design.v =====
`timescale 1ns/1ps
(* DowngradeIPIdentifiedWarnings = "yes" *)
module virtio_csr (
  clk,
  rst,
  en,
  we,
  addr,
  din,
  dout
);
  (* X_INTERFACE_INFO = "xilinx.com:interface:bram:1.0 BRAM_PORTA CLK" *)
  input wire clk;
  (* X_INTERFACE_INFO = "xilinx.com:interface:bram:1.0 BRAM_PORTA RST" *)
  input wire rst;
  (* X_INTERFACE_INFO = "xilinx.com:interface:bram:1.0 BRAM_PORTA EN" *)
  input wire en;
  (* X_INTERFACE_INFO = "xilinx.com:interface:bram:1.0 BRAM_PORTA WE" *)
  input wire [3 : 0] we;
  (* X_INTERFACE_INFO = "xilinx.com:interface:bram:1.0 BRAM_PORTA ADDR" *)
  input wire [31 : 0] addr;
  (* X_INTERFACE_INFO = "xilinx.com:interface:bram:1.0 BRAM_PORTA DIN" *)
  input wire [31 : 0] din;
  (* X_INTERFACE_PARAMETER = "XIL_INTERFACENAME BRAM_PORTA, MEM_SIZE 4096, MEM_WIDTH 32, MEM_ECC NONE, MASTER_TYPE BRAM_CTRL, READ_WRITE_MODE READ_WRITE, READ_LATENCY 1" *)
  (* X_INTERFACE_INFO = "xilinx.com:interface:bram:1.0 BRAM_PORTA DOUT" *)
  output wire [31 : 0] dout;
  parameter NB_COL = 4;                            
  parameter COL_WIDTH = 8;                         
  parameter RAM_DEPTH = 32;                        
  parameter RAM_PERFORMANCE = "LOW_LATENCY";       
  parameter INIT_FILE = "";                        
  wire [clogb2(RAM_DEPTH-1)-1:0] addra;   
  wire [(NB_COL*COL_WIDTH)-1:0] dina;     
  wire clka;                            
  wire [NB_COL-1:0] wea;                
  wire ena;                             
  wire rsta;                            
  wire regcea;                          
  wire [(NB_COL*COL_WIDTH)-1:0] douta;           
  reg [(NB_COL*COL_WIDTH)-1:0] csr_reg_file [RAM_DEPTH-1:0];
  reg [(NB_COL*COL_WIDTH)-1:0] csr_reg = {(NB_COL*COL_WIDTH){1'b0}};
  generate
    if (INIT_FILE != "") begin: use_init_file
      initial
        $readmemh(INIT_FILE, csr_reg_file, 0, RAM_DEPTH-1);
    end else begin: init_bram_to_zero
      integer ram_index;
      initial
        for (ram_index = 0; ram_index < RAM_DEPTH; ram_index = ram_index + 1)
          csr_reg_file[ram_index] = {(NB_COL*COL_WIDTH){1'b0}};
    end
  endgenerate
  always @(posedge clka)
    if (ena) begin
      csr_reg <= csr_reg_file[addra];
    end
  generate
  genvar i;
     for (i = 0; i < NB_COL; i = i+1) begin: byte_write
       always @(posedge clka)
         if (ena)
           if (wea[i])
             csr_reg_file[addra][(i+1)*COL_WIDTH-1:i*COL_WIDTH] <= dina[(i+1)*COL_WIDTH-1:i*COL_WIDTH];
      end
  endgenerate
  generate
    if (RAM_PERFORMANCE == "LOW_LATENCY") begin: no_output_register
       assign douta = csr_reg;
    end else begin: output_register
      reg [(NB_COL*COL_WIDTH)-1:0] douta_reg = {(NB_COL*COL_WIDTH){1'b0}};
      always @(posedge clka)
        if (rsta)
          douta_reg <= {(NB_COL*COL_WIDTH){1'b0}};
        else if (regcea)
          douta_reg <= csr_reg;
      assign douta = douta_reg;
    end
  endgenerate
  function integer clogb2;
    input integer depth;
      for (clogb2=0; depth>0; clogb2=clogb2+1)
        depth = depth >> 1;
  endfunction
  reg [7:0] csr_reg_12B1;            
  always @(posedge clk or posedge rst) begin
    if (rst) begin
      csr_reg_12B1 <= 8'h00;
    end else begin
      csr_reg_12B1 <= (addr == 'h10 && en && we == 'b0100)? din[23:16]: csr_reg_12B1;
    end 
  end
  wire csr_drv_ok      = csr_reg_12B1[2];
  wire csr_rst         = (addr == 'h10 && en && we == 'b0100 && din[23:16] == 8'h00)? 1'b1: 1'b0;
  reg [15:0] csr_reg_0eB2;           
  always @(posedge clk or posedge rst) begin
    if (rst) begin
      csr_reg_0eB2    <= 16'h0000;
    end else begin
      csr_reg_0eB2               <= (addr == 'h0c && en && we == 'b1100)? din[31:16]: csr_reg_0eB2;
    end 
  end
  reg [31:0] csr_reg_08B4 [3-1:0];   
  always @(posedge clk) begin
    if (csr_rst) begin               
      csr_reg_08B4[0] <= 32'h00000000;
      csr_reg_08B4[1] <= 32'h00000000;
      csr_reg_08B4[2] <= 32'h00000000;
    end else begin
      csr_reg_08B4[csr_reg_0eB2] <= (addr == 'h08 && en && we == 'b1111)? din[31: 0]: csr_reg_08B4[csr_reg_0eB2];
    end 
  end
  wire csr_access_08B4 = (addr == 'h08)? 1'b1: 1'b0;
  reg [15:0] csr_reg_10B2;           
  always @(posedge clk or posedge rst) begin
    if (rst) begin
      csr_reg_10B2 <= 8'h00;
    end else begin
      csr_reg_10B2 <= (addr == 'h10 && en && we == 'b0011)? din[15:0]: csr_reg_10B2;
    end 
  end
  wire csr_access_10B2 = (addr == 'h10 && en && we == 'b0011)? 1'b1: 1'b0;
  reg [15:0] csr_reg_14B2;            
  always @(posedge clk or posedge rst) begin
    if (rst) begin
      csr_reg_14B2 <= 16'h0000;
    end else begin
      csr_reg_14B2 <= (addr == 'h14 && en && we == 'b0011)? din[15:0]: csr_reg_14B2;
    end 
  end
  reg [15:0] csr_reg_16B2 [3-1:0];    
  always @(posedge clk) begin
    if (csr_rst) begin                
      csr_reg_16B2[0] <= 16'h0000;
      csr_reg_16B2[1] <= 16'h0000;
      csr_reg_16B2[2] <= 16'h0000;
    end else begin
      csr_reg_16B2[csr_reg_0eB2] <= (addr == 'h14 && en && we == 'b1100)? din[31:16]: csr_reg_16B2[csr_reg_0eB2];
    end 
  end
  wire csr_access_14B4 = (addr == 'h14)? 1'b1: 1'b0;
  assign rsta = rst;
  assign clka = clk;
  assign ena = en;
  assign wea = we;
  assign addra = addr;
  assign dina = din;
  assign dout = (csr_access_08B4)?  csr_reg_08B4[csr_reg_0eB2]:
	       ((csr_access_14B4)? {csr_reg_16B2[csr_reg_0eB2], csr_reg_14B2}:
	        douta);  
endmodule

===== ./constraint.sdc =====
current_design virtio_csr

set clk_period 28.7
set clk_io_pct 0.2

create_clock -name clk0 -period $clk_period [get_ports {clk}]

set non_clock_inputs [all_inputs -no_clocks]
set_input_delay [expr $clk_period * $clk_io_pct] -clock clk0 $non_clock_inputs
set_output_delay [expr $clk_period * $clk_io_pct] -clock clk0 [all_outputs]

===== ./run.sh =====
#!/bin/bash
# OpenROAD 26Q1-2900-gdf79404cd8, Yosys 0.63+post, stock flow scripts
make -C /OpenROAD-flow-scripts/flow DESIGN_CONFIG=/design/flow/config.mk WORK_HOME=/design/flow/orfs finish

===== ./config.mk =====
export PLATFORM = sky130hd
export DESIGN_NAME = virtio_csr
export DESIGN_NICKNAME = virtio_csr
export VERILOG_FILES = /design/flow/design.v
export SDC_FILE = /design/flow/constraint.sdc
export NUM_CORES = 4
export LEC_CHECK = 1
export CORE_UTILIZATION = 50

==> impl_metrics.csv <==
group,metric,value,unit
run_status,status,"finished clean",
drt,wl_met1,41700,µm
clock_network,clk_pin_slew_worst_paths,0.06,ns
setup_path,r2r_start,"csr_reg_0eB2[1]",
yosys,synth_seq_share,75.2,%
floorplan,fp.dieArea,102000,µm²
floorplan,core_area,100000,µm²
pwr,pwr-share-seq,53.5,%
drt,vias_per_cell,6.09,
min_path,holdCritStartpoint,"csr_reg_14B2[2]",
final_timing,period_needed,14.47,ns
job,log.warning_count,26,
yosys,async_reset_ff_share,1.42,%
drt,vias,25400,
floorplan,rows,116,
clock_network,ctsHoldBuffers,0,
final_timing,setup_tns,0,ns
final_timing,grt_setup_unrepaired,"no",
grt,grt_pass1_vias,27600,
final_timing,maxSlewHeadroom,31.0,%
final_timing,tightest_slew,1.03,ns
drt,routed.top_layer,"met5",
floorplan,dieWidth,320,µm
yosys,synth-edff-count,1248,
clock_network,htreeDepth,4,
finish,largest_register_ffs,1024,
pwr,peakVddDrop,0.0511,mV
pwr,powerDensity,67.0,nW/µm²
setup_path,end_kind,"output pin",
setup_path,rr_endpoint,"csr_reg_16B2[2][4]",
drt,dr_wl_met2,55600,µm
clock_network,cts_resized,0,
min_path,min_path_type,"flip-flop to flip-flop",
min_path,hold_path_end,"csr_reg_14B2[2]",
grt,grt_max_degree,81,
final_timing,period_used_share,50.4,%
finish,largestRegisters,"csr_reg_file (1024), csr_reg_08B4 (128), csr_reg_16B2 (64)",
yosys,yosysChipArea,50400,µm²
finish,fillerInstances,7126,
setup_path,crit_path_start_kind,"input port",
finish,ff_latch_area,37900,µm²
clock_network,cts_buffer_depth,3,
final_timing,setup_viol,0,
clock_network,clock.latency.late_pin,0.75,ns
final_timing,clock-skew-final,0.0242,ns
setup_path,cp.required,22.96,ns
floorplan,die_y,320,µm
setup_path,reg2reg_slack,25.62,ns
drt,drc,0,
clock_network,cts_tree,"yes",
clock_network,cts_num_sinks,1266,
setup_path,reg2reg_depth,4,
pwr,p_comb_share,4.8,%
finish,final_core_util,57.2,%
pwr,p_switching,795,µW
floorplan,fp-utilization,50.4,%
finish,final_layout_size_suffix_gt1_share,20.2,%
setup_path,critPathKind,"input port to output pin",
placement,place.detailed.hpwl,73600,µm
clock_network,cts_root_buf,"clkbuf_16",
yosys,syn_avg_cell_area,19.4,µm²
pwr,power.total,3.83,mW
job,max_cap_viol_count,0,
setup_path,worst_ep_arrival_time,8.73,ns
yosys,synth_warnings,1,
yosys,ys_types,44,
yosys,syn_inst,2604,
drt,wl_per_cell,28.9,µm
yosys,synth_flops,1266,
finish,area_growth,13.4,%
drt,ant_nets,0,
drt,first_pass_iters,7,
pwr,p_leak,18.8,nW
placement,portBuffers,102,
setup_path,crit_fanout,32,
floorplan,io-pin-count,103,
pwr,swShare,20.8,%
final_timing,fmax,69.1,MHz
clock_network,numCtsBuffers,131,
yosys,netlist_area,50400,µm²
placement,gp_congestion,0.867,
yosys,ys_cells,2604,
drt,n_antenna_cell,0,
final_timing,hold_viol,0,
drt,met3_length,20000,µm
drt,drt_iter0_drc,1750,
grt,grt-ovfl-total,0,
grt,track_usage,27.1,%
pwr,clkPwrFrac,41.7,%
final_timing,slew_viol_final,0,
clock_network,post_cts_buffers,0,
drt,totalWireLength,120000,µm
pwr,p_int,3.03,mW
min_path,hold_depth,1,
yosys,flop_cell,"edfxtp_1",
finish,combGateArea,11600,µm²
grt,grt_pass1_wl,179000,µm
finish,top_register,"csr_reg_file",
grt,antenna_found_initial,2,
worst max-delay path, stage by stage:
cell and delay [ns]:
clkdlybuf4s50_1 0.40, nor4_1 0.30, nand4_1 0.28, or3_1 0.65, a21oi_4 0.18, buf_4 0.42
a2bb2oi_1 0.23, clkdlybuf4s50_1 0.50
cell families (layout without fill, tap and decap cells):
group | after synthesis | count (layout) | synth area share, %
DFF | 1266 | 1266 | 75.2
and+or+nand+nor | 382 | 382 | 3.12
AOI/OAI and AO/OA | 240 | 240 | 3.58
muxes | 496 | 496 | 16.2
buffers and inverters | 220 | 479 | 1.87
routing by layer:
| layer | GRT usage (%) | vias to the layer above |
|---|---|---|
| met4 | 4.91 | 6 |
| li1 | - | 10900 |
| met2 | 37.7 | 1439 |
| met3 | 19.6 | 163 |
| met5 | 1.23 | - |
| met1 | 38.6 | 12900 |
cell usage after synthesis (10+ instances only):
cell type / count / share of area, %
o211ai_1: 43 / 0.64
dfrtp_1: 18 / 0.89
o21ai_0: 33 / 0.33
a2bb2oi_1: 32 / 0.56
mux4_2: 252 / 11
clkbuf_1: 91 / 0.68
buf_2: 60 / 0.60
nor2_1: 287 / 2.1
o22ai_1: 32 / 0.40
edfxtp_1: 1248 / 74
inv_1: 50 / 0.37
nand2_1: 48 / 0.36
mux2i_1: 205 / 4.1
a31oi_1: 11 / 0.14
a211oi_1: 10 / 0.15
mux2_2: 33 / 0.74
o22a_1: 21 / 0.36
a221oi_1: 52 / 0.90
stage by stage:
step	setup slack, ns	hold slack (ns)	std cells	area (µm²)
6_report	14.23	0.493	4161	57200
5_1_grt	14.00	0.506	4161	57200
4_1_cts	14.24	0.495	4161	57200
3_5_place_dp	14.25	0.475	3927	53100
3_3_place_gp	14.30	0.471	3927	53100
2_1_floorplan	15.68	0.458	2604	50400
layout make-up:
cell class | instances | share of cell area [%]
flip-flops and latches | 1266 | 66.4
multi-input cells | 1118 | 20.4
clock buffers | 167 | 6.06
repair buffers | 195 | 3.05
well taps | 1298 | 2.84
clock inverters | 67 | 0.974
inverters | 50 | 0.328
layout by cell type (no fill, tap or decap), types with 8 or more instances in the layout:
cell                n
a211oi_1           10
a221oi_1           52
a2bb2oi_1          32
a31oi_1            11
buf_4              93
clkbuf_1           33
clkbuf_16         133
clkdlybuf4s50_1    96
clkinv_1           27
clkinv_2           18
dfrtp_1            16
edfxtp_1         1248
inv_1              50
inv_6              10
mux2_2             33
mux2i_1           205
mux4_2            252
nand2_1            47
nor2_1            287
nor4_1              8
o211ai_1           43
o21ai_0            31
o22a_1             21
o22ai_1            32
how the worst max path moves through the flow:
stage / start / endpoint / slack, ns / depth (start not counted)
5_1_grt: addr[29] / dout[12] / 14.00 / 8
6_report: addr[21] / dout[9] / 14.23 / 8
4_1_cts: addr[21] / dout[9] / 14.24 / 8
power groups by stage:
stage	Combinational [mW]	Sequential, mW	Clock [mW]
CTS	0.185	2.05	1.63
global route	0.198	2.05	1.70
finish	0.183	2.05	1.60
Power is estimated from default activity; no workload was simulated.
